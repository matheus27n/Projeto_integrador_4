===== run.sh =====
#!/bin/bash
# OpenROAD 26Q1-2900-gdf79404cd8, Yosys 0.63+post, stock flow scripts
make -C /OpenROAD-flow-scripts/flow DESIGN_CONFIG=/design/flow/config.mk WORK_HOME=/design/flow/orfs finish

===== constraint.sdc =====
current_design alu

set clk_period 15.5
set clk_io_pct 0.2

create_clock -name clk0 -period $clk_period

set non_clock_inputs [all_inputs -no_clocks]
set_input_delay [expr $clk_period * $clk_io_pct] -clock clk0 $non_clock_inputs
set_output_delay [expr $clk_period * $clk_io_pct] -clock clk0 [all_outputs]

===== design.v =====
module alu (
    input  wire [31:0] a,              
    input  wire [31:0] b,              
    input  wire [3:0]  alu_control,    
    output reg  [31:0] result,         
    output wire        zero            
);
    assign zero = (result == 0);
    always @(*) begin
        case (alu_control)
            4'b0000: result = a & b;                     
            4'b0001: result = a | b;                     
            4'b0010: result = a + b;                     
            4'b0110: result = a - b;                     
            4'b0111: result = ($signed(a) < $signed(b)) ? 1 : 0;  
            4'b1000: result = a ^ b;                     
            4'b1001: result = a << b[4:0];               
            4'b1010: result = (a < b) ? 1 : 0;           
            4'b1011: result = a >> b[4:0];               
            4'b1100: result = $signed(a) >>> b[4:0];     
            default: result = 32'b0;                     
        endcase
    end
endmodule

===== config.mk =====
export PLATFORM = sky130hd
export DESIGN_NAME = alu
export DESIGN_NICKNAME = alu
export VERILOG_FILES = /design/flow/design.v
export SDC_FILE = /design/flow/constraint.sdc
export NUM_CORES = 4
export LEC_CHECK = 1
export CORE_UTILIZATION = 30

==> GITHUB_STEP_SUMMARY <==
### Yosys + OpenROAD results

| Metric | Value |
|---|---|
| Cell area after layout | `10700 µm²` |
| Slew Viols, Final | `1` |
| Final GP Congestion | `1.09` |
| Adder Share, Synth | `14.2%` |
| Startpoint types | `primary input` |
| Most numerous logic cells after layout | `nor2_1 (134), nand2_1 (130), a21oi_1 (111), ha_1 (104)` |
| Final hold vios | `0` |
| Logic family by area | `AND-OR/OR-AND gates` |
| Vias per cell | `6.56` |
| Share of cells above drive strength 1 | `8.39%` |
| Yosys chip area | `9440 µm²` |
| Placed insts | `1802` |
| Tot Pwr | `0.418 mW` |
| Cell Type Count | `84` |
| DRT met1 WL | `22500 µm` |
| CP Class | `in -> out` |
| PwrDens | `38.9 nW/µm²` |
| Slowest stage cell on the critical path | `clkdlybuf4s50_1` |
| Ao+oa area frac | `34.2%` |
| Port Buf Inserts | `101` |
| Synthesized area | `9440 µm²` |
| Site Rows | `64` |
| Setup_tns | `0 ps` |
| Pleak | `4.38 nW` |
| Slowest cell delay on critical path | `870 ps` |
| Hpwl dp | `41000 µm` |
| Pin count of the biggest net entering global routing | `71` |
| Mux share | `17.5%` |
| CP Capture Type | `primary output` |
| Routed met2 length | `22800 µm` |
| Failing checks | `capacitance limit, slew limit` |
| Total core area | `30700 µm²` |
| Worst Tran Pin Value | `1490 ps` |
| Detailed Route Iter0 Violations | `1490` |
| Seq/Total Area, Yosys | `0%` |
| Synth Area in XOR/XNOR | `1.21%` |
| Unrepaired setup endpoints after global routing | `no` |
| Routed wire length | `52900 µm` |
| Place WS | `3070 ps` |
| Tool warnings | `104` |
| Die Width | `179 µm` |
| Vias in the first global route | `10900` |
| Yosys simple share | `23.7%` |
| Worst Path Buf+Inv | `3` |
| Resized cells post-CTS | `0` |
| Reg area | `0 µm²` |
| # clk buffers | `0` |
| Crit path max-delay family | `simple AND/OR/NAND/NOR gates` |
| Vias post-DR | `11800` |
| WL met3 | `5560 µm` |
| Seq_cells | `0` |
| Critical-path cell list | `clkdlybuf4s50_1, inv_1, ha_1, nor3_1, nand2_1, a31oi_1, nor2_1, o21ai_1, a21o_1, a2111oi_0, or4_1, nand4b_1, or4_1, nor4_2, clkdlybuf4s50_1` |
| Hold_ws | `7390 ps` |
| Most instantiated logic cell after routing | `nor2_1` |
| Yosys Instances | `1373` |
| Layout Cells excl Fill | `1802` |
| # diodes | `0` |
| Dpl cell area | `10700 µm²` |
| DRC | `0` |
| Hold-fix buffers, CTS | `0` |
| DR top layer | `met4` |
| Run status | `finished with violations` |
| Initial antenna violation count | `0` |
| Worst Path Required | `12400 ps` |
| Total global routing overflow | `0` |
| Layout Utilization | `34.9%` |
| Mean Syn Cell Area | `6.87 µm²` |
| Final worst path period share | `81.8%` |
| I/O pin count | `101` |
| Area grow syn2layout | `13.7%` |
| Slew margin rel. | `-1.86%` |
| First-pass DRT Iterations | `8` |
| Initial Utilization | `30.7%` |
| Fmax | `78.9 MHz` |
| WL per Instance | `29.4 µm` |
| Overall die height | `179 µm` |
| Max-cap viol count | `1` |
| Tmin final | `12680 ps` |
| CP Data Arrival Time | `9580 ps` |
| Maximum vdd drop | `0.0123 mV` |
| Crit-path max FO | `13` |
| First-pass GRT wire length | `76100 µm` |
| ANT nets after route | `0` |
| YS warnings | `1` |
| Fin worst setup slack | `2820 ps` |
| Post-CTS Setup Bufs | `0` |
| Syn Inst Count | `1373` |
| Final setup fails | `0` |
| HP Class | `in -> out` |
| GR Util All Layers | `33.2%` |
| Die area | `32200 µm²` |
==> power breakdown <==
| part | total, mW | internal, mW | switching (mW) |
|---|---|---|---|
| Sequential | 0 | 0 | 0 |
| Combinational | 0.418 | 0.154 | 0.264 |
| Clock | 0 | 0 | 0 |
==> final timing paths <==
| path | slack, ps | depth (start not counted) | start | end |
|---|---|---|---|---|
| worst max-delay path | 2820 | 15 | a[11] | zero |
| worst min-delay path | 7390 | 6 | b[3] | result[4] |
==> per-layer routing <==
layer | vias to the layer above | track usage [%]
li1 | 5297 | -
met1 | 5688 | 47.7
met2 | 718 | 49.2
met3 | 111 | 8.22
met4 | 0 | 9.98
met5 | - | 0
==> kinds of logic after synthesis <==
group | Yosys count
compound gates | 469
simple gates | 463
buf+inv | 203
mux | 119
fa+ha+maj | 106
xor+xnor | 13
==> area by class of cell <==
cell class | instances | area [µm²]
inverters | 100 | 375
fillers | 3347 | 20000
repair buffers | 136 | 1260
well taps | 396 | 495
multi-input cells | 1170 | 8600
==> Yosys cell counts (16+ instances only) <==
master / count / share of area (%)
a21oi_1: 111 / 5.9
ha_1: 104 / 14
o21ai_0: 65 / 3.4
a211oi_1: 22 / 1.8
nand3_1: 33 / 1.8
nor3_1: 48 / 2.5
nand2_1: 130 / 5.2
inv_1: 97 / 3.9
a31oi_1: 18 / 1.2
buf_2: 21 / 1.1
nor4_1: 23 / 1.5
mux4_2: 34 / 8.1
clkbuf_1: 52 / 2.1
a21o_1: 16 / 1.3
o211ai_1: 30 / 2.4
mux2i_1: 62 / 6.6
o31ai_1: 19 / 1.5
a221oi_1: 23 / 2.1
nor2b_1: 20 / 1.3
o22ai_1: 16 / 1.1
nor2_1: 134 / 5.3
Power and IR drop assume default switching activity.
