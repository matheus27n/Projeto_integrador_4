**./config.mk**
```make
export PLATFORM = sky130hd
export DESIGN_NAME = imm_gen
export DESIGN_NICKNAME = imm_gen
export VERILOG_FILES = /design/flow/design.v
export SDC_FILE = /design/flow/constraint.sdc
export NUM_CORES = 4
export LEC_CHECK = 1
export CORE_AREA = 10 10 70 70
export DIE_AREA = 0 0 80 80
```
**./constraint.sdc**
```tcl
current_design imm_gen

set clk_period 4.0
set clk_io_pct 0.2

create_clock -name clk0 -period $clk_period

set non_clock_inputs [all_inputs -no_clocks]
set_input_delay [expr $clk_period * $clk_io_pct] -clock clk0 $non_clock_inputs
set_output_delay [expr $clk_period * $clk_io_pct] -clock clk0 [all_outputs]
```
**./design.v**
```verilog
module imm_gen (
    input  wire [31:0] instruction,  
    input  wire [6:0]  opcode,       
    output reg  [31:0] imm           
);
always @(*) begin
    case (opcode)
        7'b0010011, 7'b0000011, 7'b1100111: begin
            imm = {{20{instruction[31]}}, instruction[31:20]};
        end
        7'b0100011: begin
            imm = {{20{instruction[31]}}, instruction[31:25], instruction[11:7]};
        end
        7'b1100011: begin
            imm = {{20{instruction[31]}}, instruction[7], instruction[30:25],
                   instruction[11:8], 1'b0};  
        end
        7'b1101111: begin
            imm = {{12{instruction[31]}}, instruction[19:12], instruction[20],
                   instruction[30:21], 1'b0};  
        end
        7'b0110111, 7'b0010111: begin
            imm = {instruction[31:12], 12'b0};  
        end
        default: begin
            imm = 32'hXXXX_XXXX;  
        end
    endcase
end
endmodule
```
**./run.sh**
```bash
#!/bin/bash
# OpenROAD 26Q1-2900-gdf79404cd8, Yosys 0.63+post, stock flow scripts
make -C /OpenROAD-flow-scripts/flow DESIGN_CONFIG=/design/flow/config.mk WORK_HOME=/design/flow/orfs finish
```
==> flow_summary.yaml <==
# flow metrics
critical_path:
  slowest_stage: "clkdlybuf4s50_1"
  crit_family: "buffers and inverters"
  end_kind: "output port"
  cp_cell_sequence: "clkdlybuf4s50_1, nand3_1, nor3_2, or2_1, a21o_1, clkdlybuf4s50_1"
  cpPeakStageDelay_ps: 620
  arrival_ps: 2710
  critPathKind: "input pin to output port"
  cp.required_ps: 3200
  crit_path_frequent_cell: "clkdlybuf4s50_1"
  crit_buf_inv: 2
  worst-path-max-fanout: 9
  critical_path.startpoint_type: "input pin"
power:
  peakVddDrop_uv: 29.0
  netSwitchingFraction: 0.259
  total_power_uw: 95.9
  p_int_uw: 71.0
  power_frac_clock: 0
  seqPwrFrac: 0
  leakagePower_uw: 0.000519
  power_density_nw_per_um2: 86.4
  p_sw_uw: 24.9
  p_comb_frac: 1.000
global_route:
  grt_max_degree: 11
  overflow: 0
  track_usage: 0.0663
  grt_pass1_vias: 755
  grt_first_pass_wirelength_um: 3580
  antenna_found_initial: 0
finish:
  final_core_util: 0.325
  drive_above_1_share: 0.0640
  flop_area_sq_um: 0
  syn_to_final_growth_pct: 162
  design.seq.count: 0
  clock_buffers: 0
placed_design:
  hpwlAfterDp_um: 2020
  gp_congestion: 0.778
  numPortBuffers: 64
final_timing:
  drv_slew: 0
  tns_ps: 0
  fmax_mhz: 285
  rsz0062_at_grt: "no"
  slew_headroom: 0.638
  hold_violations: 0
  period_minus_slack_ps: 3510
  worst_pin_slew_ps: 540
  fin_crit_sh: 0.878
  setup_viol: 0
routing:
  via_count: 688
  post-route-drc-count: 0
  ant_nets: 0
  wl_per_cell_um: 13.7
  viasPerCell: 4.02
  n_antenna_cell: 0
  drtPass1Iterations: 4
  drtIter0Drc: 13
  routed_wirelength_um: 2340
floorplanning:
  pin_count: 71
  core_sq_um: 3420
  fp_util: 0.124
  chip_area_sq_um: 6400
  rows: 21
  die_w_um: 80
  die.size.y_um: 80
clock_network:
  cts_resized: 0
  ctsHoldBuffers: 0
  cts_setup_buffers: 0
synth:
  yosys_cells: 64
  synth.most_common_cell: "a21o_1"
  synth_area_per_cell_sq_um: 6.63
  synthDistinctLibCells: 18
  yosys_warnings: 1
  yosys.area.top_type: "a21o_1"
  topCellsByArea: "a21o_1 35%, nand2_1 11%, and2_1 8.8%"
  yosys_area_sq_um: 424
  syn_area_sq_um: 424
  ys_seq_share: 0
  synthTopCellsByCount: "20 x a21o_1, 12 x nand2_1, 6 x and2_1"
  yosysTopAreaCellShare: 0.354
  netlist_instances: 64
status:
  outcome: "complete, no violations"
flow_run:
  warnings: 39
  drv_cap: 0
worst_hold_path:
  hp-class: "input pin to output port"
==> stage by stage <==
step	worst slack [ps]	hold slack (ps)	cell area [sq um]	instances
2_1_floorplan	1600	1650	424	64
3_3_place_gp	495	2440	1110	171
3_5_place_dp	467	2450	1110	171
4_1_cts	472	2460	1110	171
5_1_grt	356	2490	1110	171
6_report	487	2450	1110	171
==> path summary, 6_finish.rpt <==
path	start	cells after the start	slack [ps]	end
setup / recovery	opcode[6]	6	490	imm[12]
hold / removal	instruction[31]	2	2450	imm[31]
==> area by class of cell <==
class	count	area [sq um]
Fill cell	379	2310
Inverter	2	7.51
Tap cell	46	57.6
Multi-Input combinational cell	56	382
Timing Repair Buffer	67	663
==> per-layer routing <==
layer  track usage  vias up  wire length, um
met3        0.0398        0              390
met5             0        -                0
met2         0.107       42              973
li1              -      349                -
met4             0        0                0
met1        0.0785      297              979
==> placed cells by master, fill, tap and decap left out, types with 2 or more instances in the layout <==
| cell | count |
|---|---|
| buf_4 | 3 |
| nand2_1 | 12 |
| a21o_1 | 20 |
| and2_1 | 6 |
| or3_1 | 2 |
| inv_1 | 2 |
| nand3_1 | 5 |
| nor3_2 | 2 |
| clkdlybuf4s50_1 | 64 |
==> cell families (layout without fill, tap and decap cells) <==
kind of cell	Yosys count	after routing	share of synthesized area
simple gates	34	34	0.487
compound gates	22	22	0.413
buf+inv	8	69	0.100
==> power by group through the flow <==
stage,Combinational [uW],Clock (uW),Sequential [uW]
final,95.9,0,0
after global routing,105,0,0
after CTS,98.2,0,0
No activity file was given, so power comes from the tool's default toggle rates.
