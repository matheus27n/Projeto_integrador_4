==> flow/design.v <==
module direct_mapped_cache #(
    parameter CACHE_LINES = 256,   
    parameter DATA_WIDTH  = 32     
)(
    input  wire                  clk,             
    input  wire                  reset,           
    input  wire [DATA_WIDTH-1:0] cpu_addr,        
    input  wire [DATA_WIDTH-1:0] cpu_write_data,  
    input  wire                  cpu_read,        
    input  wire                  cpu_write,       
    output reg  [DATA_WIDTH-1:0] cpu_read_data,   
    output wire                  cpu_stall,       
    output wire                  hit,             
    input  wire [DATA_WIDTH-1:0] mem_read_data,   
    input  wire                  mem_busy,        
    output reg  [DATA_WIDTH-1:0] mem_addr,        
    output reg  [DATA_WIDTH-1:0] mem_write_data,  
    output reg                   mem_read,        
    output reg                   mem_write        
);
    localparam INDEX_WIDTH = $clog2(CACHE_LINES);   
    localparam TAG_WIDTH   = DATA_WIDTH - INDEX_WIDTH - 2;   
    reg [TAG_WIDTH-1:0]   tag_array[CACHE_LINES-1:0];    
    reg [DATA_WIDTH-1:0]  data_array[CACHE_LINES-1:0];   
    reg                   valid_bits[CACHE_LINES-1:0];    
    localparam FSM_IDLE       = 2'b00;   
    localparam FSM_MEM_READ   = 2'b01;   
    localparam FSM_MEM_WRITE  = 2'b10;   
    reg [1:0] state, next_state;         
    wire [TAG_WIDTH-1:0]   tag;          
    wire [INDEX_WIDTH-1:0] index;        
    assign tag   = cpu_addr[DATA_WIDTH-1 : INDEX_WIDTH+2];
    assign index = cpu_addr[INDEX_WIDTH+1 : 2];
    assign hit = valid_bits[index] && (tag_array[index] == tag) && 
                (cpu_read || cpu_write);
    assign cpu_stall = (state != FSM_IDLE) || 
                      ((state == FSM_IDLE) && (cpu_read || cpu_write) && !hit);
    always @(*) begin
        next_state = state;   
        case (state)
            FSM_IDLE: begin
                if (hit && cpu_write) begin
                    next_state = FSM_MEM_WRITE;
                end 
                else if ((cpu_read || cpu_write) && !hit) begin
                    next_state = FSM_MEM_READ;
                end
            end
            FSM_MEM_READ: begin
                if (!mem_busy) begin
                    if (cpu_write) begin
                        next_state = FSM_MEM_WRITE;
                    end 
                    else begin
                        next_state = FSM_IDLE;
                    end
                end
            end
            FSM_MEM_WRITE: begin
                if (!mem_busy) begin
                    next_state = FSM_IDLE;
                end
            end
        endcase
    end
    always @(posedge clk or posedge reset) begin
        if (reset) begin
            state <= FSM_IDLE;
        end else begin
            state <= next_state;
        end
    end
    always @(*) begin
        cpu_read_data  = data_array[index];   
        mem_addr       = cpu_addr;            
        mem_write_data = cpu_write_data;      
        mem_read       = 1'b0;                
        mem_write      = 1'b0;                
        case (state)
            FSM_IDLE: begin
                if (hit && cpu_write) begin
                    mem_write = 1'b1;
                end
            end
            FSM_MEM_READ: begin
                mem_read = 1'b1;
            end
            FSM_MEM_WRITE: begin
                mem_write = 1'b1;
            end
        endcase
    end
    always @(posedge clk) begin
        if (reset) begin
            for (integer i = 0; i < CACHE_LINES; i = i + 1) begin
                valid_bits[i] <= 1'b0;
            end
        end else begin
            if (hit && cpu_write) begin
                data_array[index] <= cpu_write_data;
            end
            if (state == FSM_MEM_READ && !mem_busy) begin
                valid_bits[index] <= 1'b1;           
                tag_array[index]  <= tag;            
                data_array[index] <= mem_read_data;  
            end
        end
    end
endmodule
==> flow/run.sh <==
#!/bin/bash
# OpenROAD 26Q1-2900-gdf79404cd8, Yosys 0.63+post, stock flow scripts
make -C /OpenROAD-flow-scripts/flow DESIGN_CONFIG=/design/flow/config.mk WORK_HOME=/design/flow/orfs finish
==> flow/config.mk <==
export PLATFORM = sky130hd
export DESIGN_NAME = direct_mapped_cache
export DESIGN_NICKNAME = direct_mapped_cache
export VERILOG_FILES = /design/flow/design.v
export SDC_FILE = /design/flow/constraint.sdc
export NUM_CORES = 4
export LEC_CHECK = 1
export CORE_UTILIZATION = 40
export SYNTH_MEMORY_MAX_BITS = 65536
==> flow/constraint.sdc <==
current_design direct_mapped_cache

set clk_period 162.9
set clk_io_pct 0.2

create_clock -name clk0 -period $clk_period [get_ports {clk}]

set non_clock_inputs [all_inputs -no_clocks]
set_input_delay [expr $clk_period * $clk_io_pct] -clock clk0 $non_clock_inputs
set_output_delay [expr $clk_period * $clk_io_pct] -clock clk0 [all_outputs]
==> results.sh <==
# implementation run metrics
export IMPL_status="finished with violations"
export IMPL_violations="max-slew violations"
export IMPL_chipWidth_um=1160
export IMPL_grt_max_degree=126
export IMPL_p_comb_share_pct=6.4
export IMPL_grt_use_total_pct=27.1
export IMPL_wl_met3_um=365000
export IMPL_r2r_setup_slack_ns=154.29
export IMPL_mux_share_pct=17.2
export IMPL_ys_sh_adder_pct=0.00927
export IMPL_relSlewSlack_pct=-4.21
export IMPL_min_path_type="flop to flop"
export IMPL_setup_tns_ns=0
export IMPL_finalSetupViolCount=0
export IMPL_xor_share_pct=0.0276
export IMPL_common_cells="13800 x edfxtp_1, 3628 x mux4_2, 1044 x mux2i_1"
export IMPL_pwr_share_seq_pct=51.9
export IMPL_clock_sinks=14100
export IMPL_ant_nets=0
export IMPL_peakVddDrop_mv=0.0121
export IMPL_synth_warnings=1
export IMPL_drt_first_pass_iters=5
export IMPL_wirelength_um=1660000
export IMPL_top_cell="edfxtp_1"
export IMPL_synthTopCellsByArea="edfxtp_1 77%, mux4_2 15%, mux2i_1 1.9%"
export IMPL_core_um2=1350000
export IMPL_top_layer="met5"
export IMPL_worst_slew_pin_slew_ns=1.56
export IMPL_drt_iter0_markers=18200
export IMPL_maxSlewViolCount=15
export IMPL_fin_cells=44200
export IMPL_synth_top_cell_area_share_pct=76.9
export IMPL_wl_met1_um=436000
export IMPL_fillerInstances=108000
export IMPL_cp_data_required_time_ns=130.32
export IMPL_area_sequential_um2=420000
export IMPL_netlist_area_um2=540000
export IMPL_internal_power_mw=6.07
export IMPL_hold_viol_final=0
export IMPL_postSynthAreaPerCell_um2=23.4
export IMPL_critical_path_class="primary input to output port"
export IMPL_edf_count=13800
export IMPL_die_h_um=1160
export IMPL_pin_count=201
export IMPL_timing_final_ws_setup_ns=86.65
export IMPL_first_global_vias=283000
export IMPL_yosys_area_share_aoi_pct=2.11
export IMPL_preCtsSetupSlack_ns=86.70
export IMPL_critPathLaunchType="primary input"
export IMPL_vias=259000
export IMPL_final_layout_size_suffix_gt1_share_pct=30.4
export IMPL_synth_distinct_cells=93
export IMPL_logic_area_um2=115000
export IMPL_routedWlPerCell_um=37.5
export IMPL_grt_pass1_wl_um=2270000
export IMPL_cts_resized=0
export IMPL_ys_seq_share_pct=77.9
export IMPL_synth_flop_count=14100
export IMPL_dieArea_um2=1350000
export IMPL_placedCellCount=41400
export IMPL_holdBufCountCts=0
export IMPL_finalCriticalPeriod_ns=76.25
export IMPL_cp_end_kind="output port"
export IMPL_drc=0
export IMPL_p_switching_mw=1.72
export IMPL_rsz0062_at_grt="false"
export IMPL_power_density_nw_per_um2=12.6
export IMPL_cp_max_fo=62
export IMPL_post_cts_buffers=0
export IMPL_p_leak_nw=198
export IMPL_clock_latency_late_pin_ns=1.36
export IMPL_yosysTopAreaCell="edfxtp_1"
export IMPL_logic_family="multiplexers"
export IMPL_ff_type="edfxtp_1"
export IMPL_htree_levels=7
export IMPL_fp_utilization_pct=40.1
export IMPL_period_used_pct=46.8
export IMPL_clk_path_buf_depth=6
export IMPL_asyncSetResetFlopFracSynth_pct=0.0142
export IMPL_path_clk_slew_ns=0.06
export IMPL_critical_path_arrival_ns=43.67
export IMPL_tool_warnings=55
export IMPL_fmax_ghz=0.0131
export IMPL_fin_skew_ns=0.190
export IMPL_drv_cap=0
export IMPL_ys_sh_simple_pct=1.39
export IMPL_dr_wl_met2_um=748000
export IMPL_portBuffers=196
export IMPL_syn_to_final_growth_pct=14.8
export IMPL_overflow=0
export IMPL_clockRootBuffer="clkbuf_16"
export IMPL_clockPowerShare_pct=41.7
export IMPL_rows=426
export IMPL_ys_cells=23100
export IMPL_grt_antenna_before_repair=144
export IMPL_cts_tree="built"
export IMPL_numCtsBuffers=1493
export IMPL_synth_cells=23100
export IMPL_p_sw_share_pct=22.1
export IMPL_ys_chip_area_um2=540000
export IMPL_gp_congestion=0.952
export IMPL_dp_hpwl_um=1010000
export IMPL_vias_per_cell=5.85
[metal layers]
metal	GRT usage [%]	up-vias
met5	4.36	-
met4	12.6	168
met3	26.1	3528
met2	37.5	20900
met1	26.4	131000
li1	-	103000
[power groups by stage]
stage                 registers (mW)  clock network, mW  logic (mW)
after CTS                       4.04               3.29       0.497
after global routing            4.04               3.42       0.524
final                           4.05               3.25       0.499
[state kept, by name (all words and copies together), names as in the netlist]
register / count
data_array: 8192
tag_array: 5632
state: 2
valid_bits: 256
[cell type report]
cell class	count	share of cell area, %
multi-input cells	7558	18.6
well taps	18000	3.63
diodes	198	0.0800
flip-flops and latches	14100	67.9
inverters	12	0.00990
clock inverters	774	1.06
repair buffers	1767	2.31
clock buffers	1856	6.39
[cell usage in the layout, fill, tap and decap left out, drive strengths merged, types with 260 or more instances in the layout]
cell type,netlist,routed
nand3,264,264
buf,938,1601
edfxtp,13800,13800
a22oi,762,762
nor3,286,286
mux2i,1044,1044
a21o,260,260
clkbuf,482,1856
mux4,3628,3628
nor2,336,336
clkinv,3,605
[path summary, 6_finish.rpt]
| path | startpoint | endpoint | depth (start not counted) |
|---|---|---|---|
| setup / recovery | cpu_addr[3] | hit | 25 |
| min in group asynchronous | reset | state[1] | 3 |
| max in group asynchronous | reset | state[0] | 3 |
| setup reg to reg | tag_array[143][4] | data_array[86][30] | 15 |
| hold reg to reg | valid_bits[22] | valid_bits[22] | 1 |
| hold / removal | valid_bits[22] | valid_bits[22] | 1 |
[cell families after synthesis]
| family | Yosys count |
|---|---|
| flip-flops | 14100 |
| AND/OR/NAND/NOR | 1284 |
| buffers and inverters | 1432 |
| multiplexers | 4734 |
| AND-OR/OR-AND | 1519 |
| XOR/XNOR | 17 |
| adder cells (fa/ha/maj) | 4 |
[worst max-delay path: stages]
cell and delay, ns:
buf_16 0.19, buf_4 0.58, buf_4 0.66, buf_4 0.54, buf_4 0.62, buf_4 0.54
buf_4 0.56, buf_4 0.63, buf_4 0.53, buf_4 0.66, buf_4 0.58, mux4_2 0.40
a22o_1 0.25, a221oi_1 0.42, a31oi_1 0.32, buf_4 0.25, a221o_1 0.33, nor3_1 0.23
mux2i_1 0.14, or2_2 0.33, nor4_2 0.52, nand3_1 0.47, buf_4 0.36, nor2_1 0.11
clkdlybuf4s50_1 0.49
[stage by stage]
step                      cell area (um2)  power, mW  utilization, %  hold WS, ns
after global routing               619000       7.99            46.0        0.455
after floorplan                    540000       4.37               -        0.421
after detailed placement           573000       4.62            42.6        0.433
after global placement             573000       4.61            42.6        0.427
final                              619000       7.79            46.0        0.443
after CTS                          619000       7.83            46.0        0.447
No activity file was given, so power comes from the tool's default toggle rates.
