[flow/run.sh]
#!/bin/bash
# OpenROAD 26Q1-2900-gdf79404cd8, Yosys 0.63+post, stock flow scripts
make -C /OpenROAD-flow-scripts/flow DESIGN_CONFIG=/design/flow/config.mk WORK_HOME=/design/flow/orfs finish
[flow/config.mk]
export PLATFORM = sky130hd
export DESIGN_NAME = register_file
export DESIGN_NICKNAME = register_file
export VERILOG_FILES = /design/flow/design.v
export SDC_FILE = /design/flow/constraint.sdc
export NUM_CORES = 4
export LEC_CHECK = 1
export CORE_UTILIZATION = 50
[flow/constraint.sdc]
current_design register_file

set clk_period 5.9
set clk_io_pct 0.2

create_clock -name clk0 -period $clk_period [get_ports {clk}]

set non_clock_inputs [all_inputs -no_clocks]
set_input_delay [expr $clk_period * $clk_io_pct] -clock clk0 $non_clock_inputs
set_output_delay [expr $clk_period * $clk_io_pct] -clock clk0 [all_outputs]
[flow/design.v]
module register_file (
    input  wire        clk,           
    input  wire        RegWrite,      
    input  wire [4:0]  rs1,           
    input  wire [4:0]  rs2,           
    input  wire [4:0]  rd,            
    input  wire [31:0] write_data,    
    output wire [31:0] read_data1,    
    output wire [31:0] read_data2     
);
    reg [31:0] registers [31:0];
    assign read_data1 = (rs1 != 5'd0) ? registers[rs1] : 32'd0;
    assign read_data2 = (rs2 != 5'd0) ? registers[rs2] : 32'd0;
    always @(posedge clk) begin
        if (RegWrite && (rd != 5'd0)) begin
            registers[rd] <= write_data;
        end
    end
endmodule
==> reports/qor.log <==
INFO  grt            first_global_vias=31600
INFO  cells_and_area fraction_of_final_layout_cells_with_drive_strength_greater_than_1=27.1%
INFO  clock_network  clock_path_buffers=3
INFO  cells_and_area fillers=6857
INFO  power          p_leak=17.9nW
INFO  yosys          synthCells=2564
INFO  cells_and_area reg_top3=registers (1024)
INFO  cells_and_area ff_latch_area=0.0307mm2
INFO  drt            route.detailed.wl_per_inst=36.9um
INFO  clock_network  cts_buffers=108
INFO  clock_network  cts_tree=done
INFO  clock_network  cts.htree.levels=3
INFO  place          dp.final_hpwl=87800um
INFO  grt            grt.overflow.total=0
INFO  final_timing   post-route-worst-setup-slack=0.383ns
INFO  final_timing   clock.fmax=181MHz
INFO  floorplanning  placement_rows=113
INFO  worst_setup_path critical_path_class=input pin to output port
INFO  cells_and_area area_growth_from_synthesis_to_layout=14.3%
INFO  job            max_capacitance_violation_count=0
INFO  final_timing   max-slew-margin-rel=28.4%
INFO  floorplanning  chip_area=0.0971mm2
INFO  drt            first_iter_violations=2107
INFO  min_path       worst_hold_path_class=input pin to flop
INFO  yosys          yosysChipArea=0.0479mm2
INFO  yosys          main_area_contributors_after_synthesis=edfxtp_1, mux4_2, mux2i_1
INFO  clock_network  post-cts-setup-buffer-count=0
INFO  worst_setup_path critPathLaunchType=input pin
INFO  place          placed_cells_incl_taps=3917
INFO  floorplanning  die_h=312um
INFO  floorplanning  chipWidth=312um
INFO  yosys          syn-cell-area=0.0479mm2
INFO  yosys          numSynthFlops=1024
INFO  final_timing   hold_vio_cnt_final=0
INFO  final_timing   worstMarginPinSlew=1.07ns
INFO  yosys          postSynth.asyncResetShare=0%
INFO  power          worst_ir_drop_on_vdd=0.000215V
INFO  floorplanning  boundaryPins=113
INFO  final_timing   fin_crit_sh=93.5%
INFO  floorplanning  fp.coreArea=0.0950mm2
INFO  clock_network  cts_hold_buffers=0
INFO  drt            dr.pass1.iters=5
INFO  yosys          yosysSeqAreaShare=64.2%
INFO  final_timing   setup_violations=0
INFO  drt            number_of_nets_with_antenna_violations_after_routing=0
INFO  drt            routed_wl=152000um
INFO  yosys          synth_cell_types=39
INFO  power          p_per_area=294mW/mm2
INFO  yosys          synth-cells-yosys=2564
INFO  cells_and_area max_reg_flops=1024
INFO  grt            grtUsageTotal=35.6%
INFO  worst_setup_path critical_path_arrival=4.34ns
INFO  final_timing   timing.final.crit_period=5.52ns
INFO  grt            grt_antenna_before_repair=2
INFO  clock_network  clock_tree.root_cell=clkbuf_16
INFO  worst_setup_path cp_max_fo=17
INFO  yosys          postSynth.topFlopCell=edfxtp_1
INFO  drt            viasPerCell=6.81
INFO  place          pre_cts_ws=0.429ns
INFO  final_timing   unrepaired_setup_endpoints_after_global_routing=false
INFO  final_timing   timing.setup.tns=0ns
INFO  worst_setup_path cp_data_required_time=4.72ns
INFO  yosys          synth_area_leader=edfxtp_1
INFO  grt            largest_net_degree_at_the_start_of_global_routing=71
INFO  floorplanning  fp_util=50.4%
INFO  final_timing   maxSlewViolCount=0
INFO  grt            grt_first_pass_wirelength=218000um
INFO  power          total_power=16.1mW
INFO  outcome        run_status=completed
INFO  cells_and_area final-comb-area=0.0164mm2
INFO  yosys          yosys_warnings=1
INFO  drt            num_vias=28000
INFO  place          portBuffers=112
INFO  cells_and_area max_flop_register=registers
INFO  place          globalplace.congestion=0.882
INFO  yosys          edf_count=1024
INFO  drt            drc=0
INFO  clock_network  post_cts.resized_instances=0
INFO  yosys          post_synth.cell_area_avg=18.7um2
INFO  worst_setup_path timing.critical_path.to_type=output port
INFO  clock_network  cts.clk_slew.worst_paths=0.06ns
INFO  drt            detail_route.antenna_diodes=0
INFO  yosys          synthMostInstantiatedCell=edfxtp_1
INFO  clock_network  clock_sinks=1024
INFO  cells_and_area post_layout_instance_count_excluding_filler_cells=4113
INFO  job            warnings=26
INFO  yosys          netlist.area_leader.share=64.2%
INFO  yosys          ys_top_cells_by_count=edfxtp_1, mux2i_1, mux4_2, clkbuf_1, nand2_1
==> layout by cell type (no fill, tap or decap), drive strengths merged <==
cell type and n:
edfxtp 1024, mux4 352, mux2i 320, buf 170, clkbuf 139, clkdlybuf4s50 102
nand2 85, o221ai 64, a22oi 64, mux2 64, a211oi 64, o21ai 54
a221oi 54, clkinv 47, nor2 37, nor2b 37, a21oi 32, nand4 32
a311oi 32, conb 32, o2111ai 10, nand3b 6, bufinv 6, or3b 5
inv 4, and2 2, nand3 2, clkinvlp 2, or3 2, and3 1
or2 1, nand2b 1, or4 1
==> layer usage <==
metal  part of all wire (%)  global-route usage (%)
met1                     31                    44.5
met2                     45                    48.7
met3                     20                    30.3
met4                    3.3                    9.00
met5                   0.17                    2.87
==> final cells by class <==
cell class              instances  share of cell area (%)
flip-flops and latches       1024                    56.2
multi-input cells            1354                    29.9
clock buffers                 139                    5.26
repair buffers                272                    4.96
well taps                    1265                    2.89
clock inverters                57                   0.763
inverters                       2                  0.0160
==> power breakdown <==
part,switching (mW),internal [mW]
Sequential,0.0434,8.12
Combinational,0.850,0.645
Clock,2.75,3.68
==> critical path, cell delays in order <==
cell	delay, ns
buf_2	0.51
inv_2	0.53
and3_2	0.64
a211oi_1	0.82
clkdlybuf4s50_1	0.62
==> path summary, 6_finish.rpt <==
check / startpoint / endpoint / depth (start not counted) / slack, ns
setup / recovery: rs2[4] / read_data2[8] / 5 / 0.38
hold / removal: write_data[11] / registers[12][11]$_DFFE_PP_ / 2 / 1.31
==> stage by stage <==
step | area (um2) | hold slack, ns | utilization, %
floorplan | 48000 | 1.28 | -
global placement | 51500 | 2.01 | 54.2
detailed placement | 51500 | 2.01 | 54.2
CTS | 54800 | 1.28 | 57.6
global route | 54800 | 1.33 | 57.6
finish | 54800 | 1.31 | 57.6
==> cell families after synthesis <==
kind of cell | Yosys count | synth area share (%)
and+or+nand+nor | 212 | 2.18
other | 1 | 0.00783
AOI/OAI and AO/OA | 374 | 6.15
muxes | 736 | 25.0
DFF | 1024 | 64.2
buffers and inverters | 217 | 2.44
No activity file was given, so power comes from the tool's default toggle rates.
