$ cat config.mk
export PLATFORM = sky130hd
export DESIGN_NAME = forwarding_unit
export DESIGN_NICKNAME = forwarding_unit
export VERILOG_FILES = /design/flow/design.v
export SDC_FILE = /design/flow/constraint.sdc
export NUM_CORES = 4
export LEC_CHECK = 1
export CORE_AREA = 10 10 70 70
export DIE_AREA = 0 0 80 80
$ cat constraint.sdc
current_design forwarding_unit

set clk_period 2.3
set clk_io_pct 0.2

create_clock -name clk0 -period $clk_period

set non_clock_inputs [all_inputs -no_clocks]
set_input_delay [expr $clk_period * $clk_io_pct] -clock clk0 $non_clock_inputs
set_output_delay [expr $clk_period * $clk_io_pct] -clock clk0 [all_outputs]
$ cat design.v
module forwarding_unit (
    input  wire [4:0] id_ex_rs1,       
    input  wire [4:0] id_ex_rs2,       
    input  wire [4:0] ex_mem_rd,       
    input  wire [4:0] mem_wb_rd,       
    input  wire       ex_mem_RegWrite, 
    input  wire       mem_wb_RegWrite, 
    output reg  [1:0] forwardA,        
    output reg  [1:0] forwardB         
);
    always @(*) begin
        if (ex_mem_RegWrite && (ex_mem_rd != 5'b0) && (ex_mem_rd == id_ex_rs1))
            forwardA = 2'b10;  
        else if (mem_wb_RegWrite && (mem_wb_rd != 5'b0) && (mem_wb_rd == id_ex_rs1))
            forwardA = 2'b01;  
        else
            forwardA = 2'b00;  
    end
    always @(*) begin
        if (ex_mem_RegWrite && (ex_mem_rd != 5'b0) && (ex_mem_rd == id_ex_rs2))
            forwardB = 2'b10;  
        else if (mem_wb_RegWrite && (mem_wb_rd != 5'b0) && (mem_wb_rd == id_ex_rs2))
            forwardB = 2'b01;  
        else
            forwardB = 2'b00;  
    end
endmodule
$ cat run.sh
#!/bin/bash
# OpenROAD 26Q1-2900-gdf79404cd8, Yosys 0.63+post, stock flow scripts
make -C /OpenROAD-flow-scripts/flow DESIGN_CONFIG=/design/flow/config.mk WORK_HOME=/design/flow/orfs finish
==> summary.txt <==
Implementation progress

The net switching power of the design stands at 0.0000513 W. After synthesis, the netlist uses 9 different library cells. The remaining antenna violation count after routing stands at 0. The cell count after synthesis came out at 34. The number of global-route vias before repair stands at 456. Setup repair after global routing left no endpoint under its margin. The final instance count without filler cells stands at 118. The switching power as a share of total power stands at between 40% and 50%.

Signal nets in the final route climb as high as met3. RePlAce ended its routability-driven mode at a weighted congestion of approximately 0.93. The time the worst path needs with I/O delays and setup stands at approximately 2.2 ns. The highest cell delay on the worst timing path stands at 0.55 ns. The number of synthesis warnings stands at 1. Per report_power, the clock group accounts for 0% of the total. The number of diodes added for antenna fixing stands at 0.

In the synthesis report, Yosys lists the chip area as 258 sq um. The worst hold path belongs to the class input pin to output pin. The power report attributes to the sequential group a share of 0%.

For this design, the slowest cell found on the critical path is sky130_fd_sc_hd__or4_4. The areal power density over the cells stands at between 150 and 200 nW/um^2. The quantity of I/O buffers inserted on ports stands at 26.

The largest total area in the synthesized netlist belongs to sky130_fd_sc_hd__xnor2_1. In the Yosys report, the sequential cells make up 0% of the chip area. The worst relative slew slack stands at 82.9%. The combined flip-flop and latch cell area stands at 0 sq um. The routed layout has approximately 400 vias.

The required arrival time at the worst endpoint stands at between 1.5 and 2 ns. The tally of max-capacitance violations stands at 0. The portion of synthesized area spent on multiplexers is 0%.

Counting endpoints that fail hold in the final report gives 0. The cell-mix breakdown from Yosys lists the XOR/XNOR area share as 68.0%. Per the synthesis report, the single largest cell type by area occupies 54.4% of cell area. The leakage component of the power was reported as 0.290 nW. The post-synthesis share of cell area spent on and, or, nand and nor gates stands at 28.6%. Per the final layout report, the fraction of cells sized above drive strength 1 comes to between 40% and 50%. In this run the tools logged warnings totalling 33. For reference, the final report shows the max-slew violation count at 0. The internal power contribution stands at 0.0000664 W. The floorplan has 21 rows. The overall die height stands at 80 um. The hold-critical path depth stands at 5. Derived from the worst setup path, the maximum achievable clock frequency is 445 MHz.

The peak fanout along the critical path stands at 2. The routed design shows a via density per instance of around 3.3. After detailed placement, the design holds a cell count of 118. STA classifies the critical path startpoint as an input pin. Among cell families on the critical path, the largest total delay comes from simple AND/OR/NAND/NOR gates. The final worst-path cycle share stands at roughly 100%. The violation tally from detailed-route iteration zero stands at 9. The standard cell core area stands at between 3000 and 4000 sq um.

The flip-flop and latch count stands at 0. From synthesis to final layout, the design area changed by 179%. At the floorplan stage, the core utilization is reported as 7.55%. The adder-cell area share of the yosys netlist stands at 0%.

The total of endpoints with negative setup slack in the final report stands at 0. Walking the worst path, the cells encountered are buf_2, or4_4, o21ai_4, nor4_4, nor4_2, buf_2. The die covers about 6400 sq um. The utilization after layout stands at a little over a fifth. Wire segments on met2 add up to between 300 and 400 um in the final route.

For this design, Yosys synthesis ends with a cell count of 34. The number of gates on the worst path with buffers counted stands at 6. The run finished with clean final reports. The final wirelength stands at between 1 and 1.5 mm. The standard cell area after detailed placement stands at 666 sq um. For the worst setup path, the data arrival time is between 1.5 and 2 ns. The aggregate global-route resource usage stands at under 10%. Among the non-sequential cells, XOR/XNOR gates take the most area.

The average wire per cell in the routed design stands at 11.7 um. The clock buffer count stands at 0. The final report gives the standard cell area, fillers excluded, as around 720 sq um. The portion of total power attributed to combinational logic stands at 100.0%.

The routed length on met1 stands at around 850 um. The timing report shows the most common cell along the critical path to be sky130_fd_sc_hd__buf_2. The count of buffer and inverter cells on the critical path stands at 2. The setup path with the least slack is of type input pin to output pin. The quantity of hold-fixing buffers added after cts stands at 0. The die width stands at 80 um. For the pin with the worst max-slew slack, the measured transition is 0.256 ns.

The number of antenna violations at the first check in global routing stands at 0. The wire length of the first global-routing pass stands at 2.17 mm. The first detailed-routing pass ran for 4 iterations. For reference, the post-synthesis area per instance comes to 7.58 sq um. The routed length on met3 stands at 222 um. The cell area that synthesis handed to floorplanning was 258 sq um. The maximum number of pins on one net before global-route repair stands at 4.

The count of boundary I/O pins stands at 26. STA classifies the critical path endpoint as an output pin. In the final layout, the fill cell count is 383.

The total grt overflow stands at 0. The worst ir drop on vdd stands at slightly below 0.07 mV. The completed layout was analyzed and its total power is 0.000118 W. The DRC violation count after routing stands at 0. Per the synthesis report, the AND-OR/OR-AND share of the synthesized area is 3.40%. By area the synthesized netlist is led by sky130_fd_sc_hd__xnor2_1, sky130_fd_sc_hd__xor2_1, sky130_fd_sc_hd__nor4_1.
## repair_timing
| action | CTS | global route |
|---|---|---|
| gates resized | 57 | 2 |
| setup endpoints to repair | 4 | 2 |
| setup buffers | 1 | 0 |
| pin swaps | 13 | 3 |
## area by class of cell
cell class | count | area (sq um) | share of cell area (%)
Multi-Input combinational cell | 34 | 352 | 48.9
Tap cell | 46 | 57.6 | 8.00
Timing Repair Buffer | 38 | 310 | 43.1
## layout by cell type, fill, tap and decap left out
master / netlist / routed
sky130_fd_sc_hd__nand2_1: 2 / 2
sky130_fd_sc_hd__dlygate4sd2_1: 0 / 12
sky130_fd_sc_hd__clkbuf_2: 0 / 1
sky130_fd_sc_hd__buf_4: 0 / 11
sky130_fd_sc_hd__nand3_2: 0 / 2
sky130_fd_sc_hd__o21ai_4: 0 / 1
sky130_fd_sc_hd__xnor2_1: 16 / 12
sky130_fd_sc_hd__clkdlybuf4s50_1: 0 / 4
sky130_fd_sc_hd__clkdlybuf4s15_2: 0 / 1
sky130_fd_sc_hd__clkdlybuf4s15_1: 0 / 3
sky130_fd_sc_hd__nor4_1: 4 / 1
sky130_fd_sc_hd__buf_2: 0 / 5
sky130_fd_sc_hd__nor2_2: 0 / 1
sky130_fd_sc_hd__xnor2_2: 0 / 4
sky130_fd_sc_hd__xor2_1: 4 / 4
sky130_fd_sc_hd__or4_4: 0 / 2
sky130_fd_sc_hd__buf_6: 0 / 1
sky130_fd_sc_hd__nor4_2: 0 / 1
sky130_fd_sc_hd__nand4_1: 2 / 2
sky130_fd_sc_hd__nor4_4: 0 / 2
## per-layer routing
layer	global-route usage [%]	vias to the layer above
met5	0	-
met4	0	0
met3	2.16	0
met2	3.85	26
met1	7.67	171
li1	-	198
## power groups by stage
stage	combinational [W]	clock (W)	sequential (W)
CTS	0.000118	0	0
global route	0.000126	0	0
finish	0.000118	0	0
## worst min-delay path, delay by kind of cell
family / cells / cell delay (ns)
xor+xnor: 1 / 0.09
buf+inv: 2 / 0.35
simple gates: 2 / 0.10
## synthesized netlist by cell type
cell type                 instances
sky130_fd_sc_hd__xor2_1           4
sky130_fd_sc_hd__or4_1            2
sky130_fd_sc_hd__nand2_1          2
sky130_fd_sc_hd__o21ai_2          1
sky130_fd_sc_hd__nor4_1           4
sky130_fd_sc_hd__nor2_1           1
sky130_fd_sc_hd__nand4_1          2
sky130_fd_sc_hd__xnor2_1         16
sky130_fd_sc_hd__nand3_1          2
## per-stage QoR
step	hold WS, ns	worst slack (ns)	setup TNS [ns]
finish	1.46	0.0542	0
detailed placement	1.91	-0.705	-2.24
global placement	1.91	-0.694	-2.14
global route	1.52	0.00233	0
CTS	1.46	-0.00499	-0.00499
floorplan	0.993	0.481	0
## path summary, 6_finish.rpt
kind,from,to
min,id_ex_rs2[2],forwardB[0]
max,ex_mem_rd[3],forwardA[0]
## logic make-up after synthesis
logic type       after synthesis
AND/OR/NAND/NOR               13
AND-OR/OR-AND                  1
XOR/XNOR                      20
Power is estimated from default activity; no workload was simulated.
